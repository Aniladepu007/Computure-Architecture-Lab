--- flow/design.v ---
module ifu(input rst, input clk, output [15:0] o);
reg [9:0] count;
reg [15:0] o;
wire [15:0] m [0:1023];
assign m[0]=16'b1010101010110010;
assign m[1]=16'b1100001000110000;
assign m[2]=16'b0101001100110001;
assign m[3]=16'b1011001010100011;
assign m[4]=16'b1000001000110011;
assign m[5]=16'b1001001100000000;
assign m[6]=16'b0011011110110011;
assign m[7]=16'b1001011100110010;
assign m[8]=16'b0001001100111111;
always @(posedge clk)
begin
	if(rst)
	begin
		count <= 0;
		o<=m[count];
	end
	else
	begin
		count <= count < 8 ? count+10'b0000000001: 0;
		o<=m[count];
	end
end
endmodule
--- flow/run.sh ---
#!/bin/bash
# OpenROAD 26Q1-2900-gdf79404cd8, Yosys 0.63+post, stock flow scripts
make -C /OpenROAD-flow-scripts/flow DESIGN_CONFIG=/design/flow/config.mk WORK_HOME=/design/flow/orfs finish
--- flow/config.mk ---
export PLATFORM = sky130hd
export DESIGN_NAME = ifu
export DESIGN_NICKNAME = ifu
export VERILOG_FILES = /design/flow/design.v
export SDC_FILE = /design/flow/constraint.sdc
export NUM_CORES = 4
export LEC_CHECK = 1
export CORE_AREA = 10 10 93 93
export DIE_AREA = 0 0 103 103
--- flow/constraint.sdc ---
current_design ifu

set clk_period 4.0
set clk_io_pct 0.2

create_clock -name clk0 -period $clk_period [get_ports {clk}]

set non_clock_inputs [all_inputs -no_clocks]
set_input_delay [expr $clk_period * $clk_io_pct] -clock clk0 $non_clock_inputs
set_output_delay [expr $clk_period * $clk_io_pct] -clock clk0 [all_outputs]
==> results.json <==
{
  "outcome": "finished clean",
  "path_class": "reg -> out",
  "drive_above_1_share_pct": 12.7,
  "post_cts_buffers": 0,
  "grt_max_degree": 16,
  "ys_chip_area_um2": 948,
  "common_cells": "22 x dfxtp_1, 6 x nor2_1, 6 x nor3_1",
  "tool_warnings": 28,
  "cts_hold_buf": 0,
  "clk_latency_ps": 260,
  "initCoreUtil_pct": 14.0,
  "max-slew-margin-rel_pct": 63.3,
  "place_congestion": 0.856,
  "hpwl_um": 1460,
  "tritoncts": "done",
  "drt_pre_antenna_iters": 4,
  "cp_slowest_stage_delay_ps": 470,
  "cts_buffers": 3,
  "synth.largest_area_cell": "dfxtp_1",
  "drcViolationCount": 0,
  "hold_viol": 0,
  "period_used_pct": 46.5,
  "synth.most_common_cell": "dfxtp_1",
  "power.density_nw_per_um2": 319,
  "yosys-top-cells-area": "dfxtp_1 46%, ha_1 5.3%, buf_4 4.0%",
  "cp.arrival_ps": 1060,
  "fin_setup_tns_ps": 0,
  "path_buffers": 1,
  "worstPathMaxFanout": 2,
  "design_area_um2": 1210,
  "clkSinkCount": 22,
  "hold_class": "reg -> reg",
  "avgViaCountPerCell": 3.49,
  "period_minus_slack_ps": 1860,
  "finalSetupViolations": 0,
  "htree_num_levels": 1,
  "synthFlopType": "dfxtp_1",
  "row_count": 30,
  "synth_top_area_share_pct": 46.4,
  "worstSetupEndpointType": "output port",
  "drtAntennaViolNets": 0,
  "yosys-stat-cells": 93,
  "postSynthSeqShare_pct": 46.4,
  "synthDistinctLibCells": 40,
  "p_sw_share_pct": 19.3,
  "syn_avg_cell_area_um2": 10.2,
  "synth-edff-count": 0,
  "ctsResizeCount": 0,
  "antenna_found_initial": 0,
  "coreArea_um2": 6760,
  "antennaDiodeCount": 0,
  "slew_violations": 0,
  "rsz0062_at_grt": "no",
  "maxCapViolCount": 0,
  "finalWirelength_um": 1840,
  "internal_power_w": 0.000313,
  "syn_to_final_growth_pct": 28.1,
  "path_cells": "clkdlybuf4s50_1",
  "synth_warnings": 16241,
  "fin_worst_hold_slack_ps": 534,
  "power.leakage_nw": 0.400,
  "path_delay_family": "buffers and inverters",
  "numPortBuffers": 15,
  "grt_first_pass_wirelength_um": 3060,
  "chipArea_um2": 10600,
  "ys_ff": 22,
  "wl_per_cell_um": 9.66,
  "pin_count": 18,
  "grt_pass1_vias": 657,
  "fin_skew_ps": 2.43,
  "syn_inst": 93,
  "ys_async_sr_fraction_pct": 0,
  "p_switching_w": 0.0000747,
  "worst_ir_drop_vdd_mv": 0.127,
  "clkTransAtPathRegs_ps": 70,
  "power_frac_clock_pct": 39.7,
  "slowest_stage": "clkdlybuf4s50_1",
  "dpl_cell_area_um2": 1160,
  "worst_pin_slew_ps": 550,
  "synth_area_um2": 948,
  "grt_overflow": 0,
  "drt-initial-drc-count": 66,
  "grt_usage_pct": 3.54,
  "clockRootBuffer": "clkbuf_8",
  "start_kind": "flip-flop",
  "pwr-share-comb_pct": 2.1,
  "fp.dieW_um": 103,
  "die_y_um": 103,
  "max_freq_mhz": 538,
  "cts_max_path_buffers": 2,
  "vias": 664,
  "pwr-share-seq_pct": 58.3,
  "critPathRequiredTime_ps": 3200
}
[stage by stage]
step                worst slack, ps  cells  total power [W]  util (%)
floorplan                      2310     99         0.000237         -
global placement               2280    186         0.000239      17.2
detailed placement             2240    186         0.000239      17.2
CTS                            2110    190         0.000395      18.0
global route                   2080    190         0.000406      18.0
finish                         2140    190         0.000387      18.0
[sequential cells by signal, indices dropped and copies added (netlist names)]
| name | count |
|---|---|
| count | 10 |
| o | 12 |
[per-layer routing]
metal  up-vias  track usage, %  share of wire (%)
met1       298            4.54                 44
met4         0           0.214                  0
met5         -               0                  0
met2        21            5.46                 45
met3         0            1.83                 11
li1        345               -                  -
[layout by cell type, fill, tap and decap left out, types with 2 or more instances in the layout]
cell type	Yosys	routed
o21ai_1	3	3
nand2_1	5	5
clkdlybuf4s50_1	0	15
nor2_1	6	6
a211oi_1	2	2
clkbuf_8	0	4
ha_1	4	4
a21oi_1	4	4
nor3_1	6	6
inv_1	2	2
dfxtp_1	22	22
o21ai_0	3	3
nor3b_1	2	2
conb_1	2	8
[logic make-up (layout without fill, tap and decap cells)]
group                    Yosys count  after routing  share of synthesized area [%]
AND-OR/OR-AND                     21             21                           17.0
adder cells (fa/ha/maj)            4              4                           5.28
other                              2              8                          0.792
buffers and inverters             10             21                           7.26
flip-flops                        22             22                           46.4
XOR/XNOR                           1              1                          0.924
AND/OR/NAND/NOR                   33             33                           22.3
[power by group through the flow]
stage,clock [W],combinational [W],sequential [W]
CTS,0.000162,0.00000810,0.000226
global route,0.000170,0.00000924,0.000226
finish,0.000154,0.00000809,0.000226
[path summary, 6_finish.rpt]
check	startpoint	endpoint	slack (ps)	cells after the start
worst max-delay path	o[3]	o[2]	2140	1
worst min-delay path	count[0]	count[0]	530	1
worst max register to register	count[0]	o[8]	2210	6
worst min register to register	count[0]	count[0]	530	1
[cell type report]
| cell class | count | area (um^2) |
|---|---|---|
| fillers | 739 | 5540 |
| multi-input cells | 67 | 462 |
| flip-flops and latches | 22 | 440 |
| repair buffers | 15 | 150 |
| well taps | 80 | 100 |
| clock buffers | 4 | 55.1 |
| inverters | 2 | 7.51 |
No activity file was given, so power comes from the tool's default toggle rates.
