--- flow/config.mk ---
export PLATFORM = sky130hd
export DESIGN_NAME = wallace_mul
export DESIGN_NICKNAME = wallace_mul
export VERILOG_FILES = /design/flow/design.v
export SDC_FILE = /design/flow/constraint.sdc
export NUM_CORES = 4
export LEC_CHECK = 1
export CORE_UTILIZATION = 40
--- flow/constraint.sdc ---
current_design wallace_mul

set clk_period 1.2
set clk_io_pct 0.2

create_clock -name clk0 -period $clk_period [get_ports {clk}]

set non_clock_inputs [all_inputs -no_clocks]
set_input_delay [expr $clk_period * $clk_io_pct] -clock clk0 $non_clock_inputs
set_output_delay [expr $clk_period * $clk_io_pct] -clock clk0 [all_outputs]
--- flow/design.v ---
module wallace_mul(input [15:0] A,input [15:0] B, output [31:0] C, input clk);
wire [15:0] A,B;
wire [31:0] C;
wire [31:0] m1,m2,m3,m4,m5,m6,m7,m8,m9,m10,m11,m12,m13,m14,m15,m16;
reg [31:0] s1,s2,s3,s4,s5,s55,s6,s7,s8,s9,s10,s11,s12,s13,s14,m161,m162,m163;
reg [31:0] c1,c2,c3,c4,c5,c6,c7,c8,c9,c10,c11,c12,c13,c14,c51,c52,c131;
wire [31:0] s15,c15;
assign m1 = B[0]?{16'b0,A}:32'b0;
assign m2 = B[1]?{15'b0,A,1'b0}:32'b0;
assign m3 = B[2]?{14'b0,A,2'b0}:32'b0;
assign m4 = B[3]?{13'b0,A,3'b0}:32'b0;
assign m5 = B[4]?{12'b0,A,4'b0}:32'b0;
assign m6 = B[5]?{11'b0,A,5'b0}:32'b0;
assign m7 = B[6]?{10'b0,A,6'b0}:32'b0;
assign m8 = B[7]?{9'b0,A,7'b0}:32'b0;
assign m9 = B[8]?{8'b0,A,8'b0}:32'b0;
assign m10 = B[9]?{7'b0,A,9'b0}:32'b0;
assign m11 = B[10]?{6'b0,A,10'b0}:32'b0;
assign m12 = B[11]?{5'b0,A,11'b0}:32'b0;
assign m13 = B[12]?{4'b0,A,12'b0}:32'b0;
assign m14 = B[13]?{3'b0,A,13'b0}:32'b0;
assign m15 = B[14]?{2'b0,A,14'b0}:32'b0;
assign m16 = B[15]?{1'b0,A,15'b0}:32'b0;
always @(posedge clk) begin
s1<=m1^m2^m3;
c1<={((m1&m2)+(m3&(m1^m2))),1'b0};
s2<=m6^m4^m5;
c2<={((m6&m4)+(m5&(m6^m4))),1'b0};
s3<=m7^m8^m9;
c3<={((m8&m7)+(m9&(m7^m8))),1'b0};
s4<=m10^m11^m12;
c4<={((m10&m11)+(m12&(m10^m11))),1'b0};
s5<=m13^m14^m15;
c5<={((m13&m14)+(m15&(m13^m14))),1'b0};
m161<=m16;
s6<=s2^s1^c1;
c6<={((s1&c1)+(s2&(s1^c1))),1'b0};
s7<=c3^c2^s3;
c7<={((c3&c2)+(s3&(c3^c2))),1'b0};
s8<=s5^c4^s4;
c8<={((s5&c4)+(s4&(s5^c4))),1'b0};
c51<=c5;
m162<=m161;
s10<=c6^s6^s7;
c10<={((c6&s6)+(s7&(c6^s6))),1'b0};
s11<=s8^c8^c7;
c11<={((s8&c8)+(c7&(s8^c8))),1'b0};
c52<=c51;
m163<=m162;
s12<=s10^c10^s11;
c12<={((s10&c10)+(s11&(s10^c10))),1'b0};
s13<=c11^m163^c52;
c13<={((c11&m163)+(c52&(c11^m163))),1'b0};
s14<=c12^s12^s13;
c14<={((c12&s12)+(s13&(c12^s12))),1'b0};
c131<=c13;
end
assign s15=s14^c14^c131;
assign c15={((c14&s14)+(c131&(s14^c14))),1'b0};
reg [31:0] g1,g2,g3,g4,g5,p1,p2,p3,p4,XorOut1,XorOut2,XorOut3,XorOut4,XorOut5;   
    reg [32:0] G,P;  
    always @(posedge clk) begin
    P<={s15^c15,1'b0};
    G<={s15&c15,1'b0};
    end
    genvar i;
    generate
    for(i=1;i<32;i=i+1) begin:FirstStage  
        always @(posedge clk) begin
        g1[i]<=(G[i-1]&P[i])+G[i];
        p1[i]<=P[i]&P[i-1];
        XorOut1<=P[32:1];
        end
    end
    for(i=2;i<32;i=i+1) begin:SecondStage  
        always @(posedge clk) begin
        g2[i]<=(g1[i-2]&p1[i])+g1[i];
        p2[i]<=p1[i]&p1[i-2];
        XorOut2<=XorOut1;
        end
    end
    for(i=4;i<32;i=i+1) begin:ThirdStage  
        always @(posedge clk) begin
        g3[i]<=(g2[i-4]&p2[i])+g2[i];
        p3[i]<=p2[i]&p2[i-4];
        XorOut3<=XorOut2;
        end
    end
    for(i=8;i<32;i=i+1) begin:FourthStage  
        always @(posedge clk) begin
        g4[i]<=(g3[i-8]&p3[i])+g3[i];
        p4[i]<=p3[i]&p3[i-8];
        XorOut4<=XorOut3;
        end
    end
    for(i=16;i<32;i=i+1) begin:FifthStage
    	always @(posedge clk) begin
        g5[i]<=(g4[i-16]&p4[i])+g4[i];
        XorOut5<=XorOut4;
        end
    end
    always@(posedge clk) begin
    g1[0]<=G[0];
    g2[0]<=g1[0];
    g2[1]<=g1[1];
    end
    for(i=0;i<4;i=i+1)
        always @(posedge clk) g3[i]<=g2[i];
    for(i=0;i<8;i=i+1)
        always @(posedge clk) g4[i]<=g3[i];
    for(i=0;i<16;i=i+1)
    	always @(posedge clk) g5[i]<=g4[i];
    endgenerate
    assign C=XorOut5^g5;
endmodule
--- flow/run.sh ---
#!/bin/bash
# OpenROAD 26Q1-2900-gdf79404cd8, Yosys 0.63+post, stock flow scripts
make -C /OpenROAD-flow-scripts/flow DESIGN_CONFIG=/design/flow/config.mk WORK_HOME=/design/flow/orfs finish
==> ci_impl_report.md <==
## Implementation flow summary

| Metric | Value |
|---|---|
| Result of the run | `finished, violations left` |
| Violations in the final reports | `negative setup slack` |
| Most frequent cell on the critical path | `sky130_fd_sc_hd__ha_4` |
| Die Wd | `approximately 340 microns` |
| Congestion Overflow GR | `0` |
| Combined area of the multi-input logic cells | `between 20000 and 30000 sq um` |
| Synthesized chip area reported by yosys | `~45000 sq um` |
| Top_reg_cell synth | `sky130_fd_sc_hd__dfxtp_1` |
| CP startpoint | `c14[15]$_DFF_P_` |
| Mean post-synth cell area | `between 10 and 15 sq um` |
| Gr usage total | `0.161` |
| Die Outline Area | `between 100000 and 150000 sq um` |
| Pleak | `just under 30 nW` |
| Headroom to the max-slew limit | `0.726` |
| Min Tclk post-route | `between 2000 and 3000 ps` |
| Total of endpoints with negative setup slack in the final report | `254` |
| Die outline height | `~340 microns` |
| Reg2Reg Launch Point | `c14[15]$_DFF_P_` |
| Slowest library cell on the worst path | `sky130_fd_sc_hd__or4_1` |
| Number of ports placed on the die boundary | `~65` |
| Count of flip-flops with a built-in enable after synthesis | `0` |
| Share of power burned in the clock network | `0.300` |
| Kind of capture point of the worst setup path | `flip-flop` |
| Total DRC errors in the routed layout | `0` |
| Transition time at the pin with the least slew margin | `roughly 400 ps` |
| Global-route wire length before repair | `141 mm` |
| Unrepaired setup endpoints after global routing | `yes` |
| Vias in the first global route | `about 28000` |
| Growth of design area from synthesis to finish | `39.1%` |
| Stage-log warning count | `roughly 430` |
| Clock-pin slew on the worst setup and hold paths | `60 ps` |
| Delay of the slowest cell on the worst path | `~400 ps` |
| Total detailed-routing wirelength | `87.5 mm` |
| Fill cell instance count of the final layout | `8937` |
| Count of yosys warnings during synthesis | `around 160` |
| Total core area | `~110000 sq um` |
| Switching share of power | `0.290` |
| Share of synthesized area occupied by flip-flops and latches | `0.456` |
| Dpl hpwl | `67.3 mm` |
| Register area | `20800 sq um` |
| Cell family with the largest share of critical-path delay | `adder cells` |
| Fin Clk Skew | `between 40 and 50 ps` |
| Initial antenna violation count | `2` |
| TritonCTS clock tree | `yes` |
| Endpoints failing hold | `0` |
| Data arrival, critical path | `roughly 3300 ps` |
| Post-route core utilization | `0.561` |
| Cells on Worst Hold Path | `3` |
| Buffers on Ports | `64` |
| Highest Clock Rate | `approximately 360 MHz` |
| Clock buffers created by TritonCTS | `roughly 110` |
| First-pass iteration count of the detailed router | `5` |
| CP Launch Type | `flip-flop` |
| Power Internal | `~80 mW` |
| Summed area of non-filler cells in the final layout | `63000 sq um` |
| Worst Reg2Reg Path Length in Cells | `14` |
| Final antenna-violating net count | `0` |
| Setup Crit Path Kind | `reg2reg` |
| Clock sink count | `a little over 1000` |
| Maximum number of pins on one net before global-route repair | `17` |
| Bufs on Longest Clock Path | `3` |
| Post-detailed-route wirelength per cell | `13.4 microns` |
| Final total power | `about 110 mW` |
| Share of post-route cells with drive strength above 1 | `0.371` |
| Latency at later pin | `between 600 and 700 ps` |
| Unique masters post-synth | `~79` |
| Period utilization | `2.31` |
| Core Density at Floorplan | `0.403` |
| Fraction of power consumed by combinational cells | `0.261` |
| Sequential power share | `0.439` |
| NetSw | `about 33 mW` |
| Most instantiated logic cell after routing | `sky130_fd_sc_hd__dfxtp_1` |
| Synthesized cell area | `between 40000 and 50000 sq um` |
| Mean number of vias per cell | `about 4.2` |
| Endpoint of the worst register-to-register path | `P[31]$_DFF_P_` |
| Total of max-cap violations | `0` |
| Power density relative to cell area | `between 1500 and 2000 nW/um^2` |
| Worst-path cell chain | `ha_4 > ha_4 > ha_4 > inv_2 > fa_2 > nand2b_4 > a21oi_2 > o21ba_4 > o41ai_2 > buf_4 > a21oi_2 > or4_1 > nand3_1 > ha_1` |
| Count of non-filler cells in the finished layout | `approximately 6500` |
| Cell count in the Yosys report | `4026` |
| Number of pins with negative max-slew slack in the final report | `0` |
| WP depth | `14` |
| Synthesis-stage register bit count | `about 1000` |
| Cell area after placement | `~56000 sq um` |
| Ys async rst share | `0` |
| Buffer type at the clock tree root | `sky130_fd_sc_hd__clkbuf_16` |
| Worst Path Max Fanout | `2` |
| Class of the tightest hold or removal check | `in2reg` |
| Reg-to-reg slack, setup | `-1570 ps` |
| Routability congestion estimate from global placement | `approximately 0.86` |
| Max rail drop VDD | `around 1.3 mV` |
| Setup slack of the critical path after layout | `-1570 ps` |
| Row count | `123` |
| Endpoint required time on the critical path | `around 1800 ps` |
| Total via count in the routed design | `approximately 28000` |
| Gate Count Post-Synth | `roughly 4000` |
| Clock H-tree levels | `3` |
| DR iter-0 viols | `around 800` |
| Count of placed standard cells including taps | `between 6000 and 7000` |
| Critical Path End | `P[31]$_DFF_P_` |
| Most frequent cells in the layout | `sky130_fd_sc_hd__dfxtp_1 (886), sky130_fd_sc_hd__buf_4 (627), sky130_fd_sc_hd__inv_1 (608)` |
| Number of buffer and inverter instances along the worst setup path | `2` |
power by group through the flow:
stage	sequential (mW)	clock, mW	combinational (mW)
finish	49.4	33.7	29.3
global route	50.6	36.3	33.7
CTS	49.5	34.8	28.8
area by class of cell:
cell class,instances,area share
antenna,1,0.0000397
clock buffer,138,0.0477
clock inverter,58,0.0118
inverter,645,0.0385
multi-input combinational,2307,0.425
sequential,1031,0.331
tap,1500,0.0298
timing repair buffer,852,0.116
worst min-delay path by stage:
stage | to | slack [ps] | from
CTS | m161[16]$_SDFF_PN0_ | 10 | A[1]
global route | s5[12]$_SDFF_PN0_ | 10 | B[12]
finish | c3[8]$_DFF_P_ | 30 | B[7]
worst min-delay path, delay by kind of cell:
kind	cells	cell delay [ps]
and+or+nand+nor	1	150
adders and majority gates	1	140
buffers and inverters	1	130
routing by layer:
metal / up-vias / GRT usage / share of wire / wire [microns]
li1: 14400 / - / - / -
met1: 12700 / 0.245 / 0.49 / 42500
met2: 336 / 0.249 / 0.44 / 38800
met3: 117 / 0.0306 / 0.045 / 3970
met4: 0 / 0.0355 / 0.026 / 2230
met5: - / 0 / 0 / 0
synth_stat cells (7+ instances only):
cell type,n,area share
sky130_fd_sc_hd__dfxtp_1,1031,0.46
sky130_fd_sc_hd__ha_1,681,0.19
sky130_fd_sc_hd__inv_1,645,0.053
sky130_fd_sc_hd__and2_1,300,0.041
sky130_fd_sc_hd__fa_1,218,0.096
sky130_fd_sc_hd__xnor2_1,209,0.040
sky130_fd_sc_hd__nand2_1,180,0.015
sky130_fd_sc_hd__nor2_1,110,0.0091
sky130_fd_sc_hd__xor2_1,93,0.018
sky130_fd_sc_hd__a21oi_1,92,0.010
sky130_fd_sc_hd__o21bai_1,43,0.0071
sky130_fd_sc_hd__o21ai_0,38,0.0042
sky130_fd_sc_hd__nand2b_1,37,0.0051
sky130_fd_sc_hd__clkbuf_1,34,0.0028
sky130_fd_sc_hd__a31oi_1,33,0.0046
sky130_fd_sc_hd__nor2b_1,30,0.0041
sky130_fd_sc_hd__nor3_1,30,0.0033
sky130_fd_sc_hd__a21o_1,15,0.0025
sky130_fd_sc_hd__nand3_1,15,0.0017
sky130_fd_sc_hd__o31ai_1,13,0.0022
sky130_fd_sc_hd__a211oi_1,10,0.0017
sky130_fd_sc_hd__a31o_2,10,0.0019
sky130_fd_sc_hd__nor3b_1,10,0.0017
sky130_fd_sc_hd__o21ba_2,9,0.0020
sky130_fd_sc_hd__o311ai_0,9,0.0017
sky130_fd_sc_hd__buf_4,8,0.0013
sky130_fd_sc_hd__o41ai_1,7,0.0014
repair_timing:
item                                    4_1_cts  5_1_grt
resized                                     588      311
hold buffers                                  2        1
pin swaps                                   266      218
gates cloned                                  5        1
setup buffers                                76       70
hold endpoints to repair                      2        1
endpoints found under the setup margin      307      281
flip-flops by register name, summed over array words and instances (netlist names), 23 cells and up:
register,flops
g1,24
s11,23
XorOut5,32
g5,24
g3,24
XorOut1,32
s14,32
g4,24
s10,25
G,24
s12,30
XorOut4,32
g2,24
XorOut3,32
c14,26
P,32
XorOut2,32
through the flow:
stage          TNS [ps]  hold WS [ps]  worst slack, ps
2_1_floorplan   -165550           310            -1560
3_3_place_gp    -326220           309            -1730
3_5_place_dp    -328740           312            -1750
4_1_cts         -187380          9.56            -1580
5_1_grt         -201200          13.3            -1670
6_report        -182900          28.8            -1570
cell families after synthesis:
family | after synthesis | share of synthesized area
AOI/OAI and AO/OA | 351 | 0.0545
xor gates and xnor gates | 302 | 0.0584
adders and majority gates | 899 | 0.285
buffers and inverters | 688 | 0.0578
DFF | 1031 | 0.456
muxes | 1 | 0.000221
and+or+nand+nor | 754 | 0.0883
Power is estimated from default activity; no workload was simulated.
