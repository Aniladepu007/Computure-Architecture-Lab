--- /design/flow/constraint.sdc ---
current_design IFU

set clk_period 1.5
set clk_io_pct 0.2

create_clock -name clk0 -period $clk_period

set non_clock_inputs [all_inputs -no_clocks]
set_input_delay [expr $clk_period * $clk_io_pct] -clock clk0 $non_clock_inputs
set_output_delay [expr $clk_period * $clk_io_pct] -clock clk0 [all_outputs]
--- /design/flow/config.mk ---
export PLATFORM = sky130hd
export DESIGN_NAME = IFU
export DESIGN_NICKNAME = IFU
export VERILOG_FILES = /design/flow/design.v
export SDC_FILE = /design/flow/constraint.sdc
export NUM_CORES = 4
export LEC_CHECK = 1
export CORE_AREA = 10 10 70 70
export DIE_AREA = 0 0 80 80
--- /design/flow/design.v ---
module IFU(InitVal, Clk, Reset, instr);
input [15:0]InitVal;
input Clk;
input Reset;
output [15:0] instr;
wire [15:0] InitVal, instr;
wire Clk, Reset;
reg [15:0] PC;
reg [15:0] ins_buffer[0:1023];
always @(Reset) begin
    PC = InitVal;
    ins_buffer[0] = 16'h0001;
    ins_buffer[1] = 16'h0002;
    ins_buffer[2] = 16'h0003;
    ins_buffer[3] = 16'h0004;
    ins_buffer[4] = 16'h0005;
    ins_buffer[5] = 16'h0000;
end
always @(posedge Clk & ~Reset) begin
    PC <= PC + 1'b1;
end
    assign instr = ins_buffer[PC & 10'h3ff];
endmodule
--- /design/flow/run.sh ---
#!/bin/bash
# OpenROAD 26Q1-2900-gdf79404cd8, Yosys 0.63+post, stock flow scripts
make -C /OpenROAD-flow-scripts/flow DESIGN_CONFIG=/design/flow/config.mk WORK_HOME=/design/flow/orfs finish
==> results.cfg <==
; flow metrics
[synthesis]
flop_cell = dfxtp_1
async_flop_share = 0
ys.flops = 10
mux_area_frac = 0.0167
yosysUniqueCellTypes = 21
edf_count = 0
top_logic_kind = simple AND/OR/NAND/NOR gates
ys_chip_area_sq_um = 601
synthAdderAreaFrac = 0.0833
yosys.area_share.simple = 0.215
ys_cells = 65
xor_share = 0.117
ys_seq_share = 0.333
ys_warn_count = 2
ys_sh_aoi = 0.0229

[run_status]
stop_error = ERROR: Found 10 problems in 'check -assert'.
outcome = did not finish
stop_stage = synthesis
## synth_stat cells (3+ instances only)
master / instances / share of area
buf_4: 14 / 0.17
dfxtp_1: 10 / 0.33
ha_1: 4 / 0.083
inv_1: 4 / 0.025
nand2_1: 3 / 0.019
nand3_1: 4 / 0.033
nor2_1: 4 / 0.025
nor3_1: 3 / 0.025
xnor2_1: 4 / 0.058
xor2_1: 4 / 0.058
## kinds of logic after synthesis
group                      Yosys count
buffers and inverters               19
xor gates and xnor gates             8
DFF                                 10
AOI/OAI and AO/OA                    2
muxes                                1
and+or+nand+nor                     20
adders and majority gates            4
other                                1
